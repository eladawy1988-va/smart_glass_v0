`flow/config.mk`:
```
export PLATFORM = sky130hd
export DESIGN_NAME = RGB_operator
export DESIGN_NICKNAME = RGB_operator
export VERILOG_FILES = /design/flow/design.v
export SDC_FILE = /design/flow/constraint.sdc
export NUM_CORES = 4
export LEC_CHECK = 1
export CORE_UTILIZATION = 40
```
`flow/run.sh`:
```
#!/bin/bash
# OpenROAD 26Q1-2900-gdf79404cd8, Yosys 0.63+post, stock flow scripts
make -C /OpenROAD-flow-scripts/flow DESIGN_CONFIG=/design/flow/config.mk WORK_HOME=/design/flow/orfs finish
```
`flow/design.v`:
```
module RGB_operator(
 input          clk,                      
 input          rst_n,                    
 input    [2:0]  RGB_artithmatic_select,
 input          RGB_opr_en,                
 input          RWM_valid,                
 input [7:0]    Din,                      
 output [7:0]   Dout,                     
 output     GS_valid_out,                 
 output         pause,                    
 output reg     GS_done                   
);
parameter N = 450, M = 450;
reg [7:0] red, green, blue, result;
wire [7:0] red_out, green_out, blue_out;
integer c, d, k=0;
parameter IDLE = 2'b00, FILL = 2'b01, CALCULATE = 2'b10;
reg [1:0] CS, NS;
wire GS_valid;
always @(posedge clk or negedge rst_n)
begin
if(~rst_n)
begin
  CS <= IDLE;
 end
 else
 begin
  CS <= NS;
  k = (RWM_valid) ?  k + 1 : 0;
  d = (k == 2) ? d + 1 : d;
 end
end
always @(*)
begin
 case (CS)
 IDLE:
 begin
  d = 0;
  c = 0;
  red = 8'h00;
  green = 8'h00;
  blue = 8'h00;
  GS_done = 1'b0;
  if(RGB_opr_en)
  begin
   NS = FILL;
  end
  else NS = IDLE;
 end
 FILL:
 begin
  GS_done = 1'b0;
  c = (c != 3) ? c + 1 : 1;
  red = (k == 0) ? Din : red;
  green = (k == 1) ? Din : green;
  blue = (k == 2) ? Din : blue;
  NS = (k == 2) ? CALCULATE : FILL;
  if (GS_valid_out)
begin
if (k == 1)
result = red_out;
else if (k == 2)
result = green_out;
else
result = blue_out;
end
 end
 CALCULATE:
 begin
  NS = (d == N*M) ? IDLE : FILL;
  GS_done = (d == N*M) ? 1'b1 : 1'b0;
 end
 default: NS = IDLE;
 endcase
end
assign pause = ((CS == FILL) && (c == 3) && (d != N*M)) ? 1'b1 : 1'b0;
assign Dout = (GS_valid_out) ? result : 8'hzz;
assign GS_valid = ((CS == FILL) && (k == 2)) ? 1'b1 : 1'b0;
image_arithmetic image_arithmetic_calc(
.clk                   (clk),
.rst_n               (rst_n),
.RGB_enable (RGB_opr_en),
. RGB_artithmatic_select  (RGB_artithmatic_select),
.in_red_pixel                       (red),
.in_green_pixel                   (green),
.in_blue_pixel                      (blue),
.RGB_valid_in                     (RWM_valid),
.VALUE                                (8'h80),
.out_red_pixel                     (red_out),
.out_green_pixel                 (green_out),
.out_blue_pixel                   (blue_out),
.RGB_valid_out                   (GS_valid_out)
);
endmodule
module image_arithmetic(
 input          clk,                      
 input          rst_n,                    
 input          RGB_enable,         
 input  [2:0] RGB_artithmatic_select,         
 input [7:0] in_red_pixel,       
 input [7:0] in_green_pixel,   
input [7:0] in_blue_pixel,     
input          RGB_valid_in,        
input  [7:0] VALUE,     
output  [7:0] out_red_pixel,       
output  [7:0] out_green_pixel,   
output  [7:0] out_blue_pixel,     
output    reg      RGB_valid_out        
);
parameter ADD = 4'd0, SUB = 4'd1, MUL = 4'd2,DIV = 4'd3,AND = 4'd4,OR = 4'd5,NOT = 4'd6;
wire GS_valid;
reg  [8:0] red_pixel_tmp;      
reg  [8:0] green_pixel_tmp;   
reg  [8:0] blue_pixel_tmp;     
always @(posedge clk or negedge rst_n)
begin
if(~rst_n)
begin
  RGB_valid_out <=0;
 end
 else
 begin 
 RGB_valid_out <= RGB_valid_in;
 end
end
always @(*)
begin
 case (RGB_artithmatic_select)
 ADD:
 begin
		red_pixel_tmp = in_red_pixel + VALUE;
		if (red_pixel_tmp>255)
		red_pixel_tmp = 255;
		green_pixel_tmp = in_green_pixel + VALUE;
		if (green_pixel_tmp>255)
		green_pixel_tmp = 255;
		blue_pixel_tmp = in_blue_pixel + VALUE;
		if (blue_pixel_tmp>255)
		blue_pixel_tmp = 255;
 end
 SUB:
 begin
		red_pixel_tmp = in_red_pixel - VALUE;
		if (red_pixel_tmp>255)
		red_pixel_tmp = 0;
		green_pixel_tmp = in_green_pixel - VALUE;
		if (green_pixel_tmp>255)
		green_pixel_tmp = 0;
		blue_pixel_tmp = in_blue_pixel - VALUE;
		if (blue_pixel_tmp>255)
		blue_pixel_tmp = 0;
 end
 MUL:
 begin
		red_pixel_tmp = in_red_pixel * VALUE;
		green_pixel_tmp = in_green_pixel * VALUE;
		blue_pixel_tmp = in_blue_pixel * VALUE;
 end
 DIV:
 begin
 		red_pixel_tmp = in_red_pixel >> VALUE;
		green_pixel_tmp = in_green_pixel >> VALUE;
		blue_pixel_tmp = in_blue_pixel >> VALUE;
 end
 AND:
 begin
 		red_pixel_tmp = in_red_pixel & VALUE;
		green_pixel_tmp = in_green_pixel & VALUE;
		blue_pixel_tmp = in_blue_pixel & VALUE;
 end
  OR:
 begin
  		red_pixel_tmp = in_red_pixel | VALUE;
		green_pixel_tmp = in_green_pixel | VALUE;
		blue_pixel_tmp = in_blue_pixel | VALUE;
 end
   NOT:
 begin
 		red_pixel_tmp = !(in_red_pixel) ;
		green_pixel_tmp = !(in_green_pixel);
		blue_pixel_tmp = !(in_blue_pixel);
 end
 endcase
end
assign out_red_pixel = red_pixel_tmp[7:0];
assign out_green_pixel = green_pixel_tmp[7:0];
assign out_blue_pixel = blue_pixel_tmp[7:0];
endmodule
```
`flow/constraint.sdc`:
```
current_design RGB_operator

set clk_period 5.1
set clk_io_pct 0.2

create_clock -name clk0 -period $clk_period [get_ports {clk}]

set non_clock_inputs [all_inputs -no_clocks]
set_input_delay [expr $clk_period * $clk_io_pct] -clock clk0 $non_clock_inputs
set_output_delay [expr $clk_period * $clk_io_pct] -clock clk0 [all_outputs]
```
==> job_summary.md <==
### Metrics collected by this job

| Metric | Value |
|---|---|
| Die Wd | 115.0 µm |
| Dominant flop cell | dlxtn_1 |
| Synth area leader | dlxtn_1 |
| Inst Count DP | 756 |
| Core footprint | 12210 µm² |
| Fin util | 46.06% |
| Synth cell count leaders | dlxtn_1 (88), a21oi_1 (64), o21ai_0 (45) |
| CP Capture Type | primary output |
| 1st-iter DRT viols | 247 |
| Finished Layout Cells | 764 |
| Die height | 115.0 µm |
| I/O Buffers | 24 |
| N_diodes | 0 |
| Ys async rst share | 3.226% |
| Distinct lib cells | 47 |
| Hold_ws | 483.7 ps |
| DRC violations left | 0 |
| Run status | complete, no violations |
| Register pins left without a clock | 88 |
| Worst-Margin Slew | 904.6 ps |
| Final setup violation count | 0 |
| CP arrival | 1860 ps |
| Final period util | 56.49% |
| Leakage Power | 0.001994 µW |
| DIE AREA | 13230 µm² |
| H-tree depth | 2 |
| Fill cell count | 1172 |
| Vias per cell | 5.661 |
| Core Rows | 40 |
| Dpl hpwl | 7838 µm |
| Antenna violations before repair | 0 |
| CTS-repair resized insts | 0 |
| Worst Skew | 5.079 ps |
| Final Hold Viols | 0 |
| Pwr/cell area | 153.2 nW/µm² |
| Post-CTS setup buffer count | 0 |
| Worst skew pair latency | 280 ps |
| Placer congestion estimate | 0.8898 |
| Initial DRT Pass Iterations | 4 |
| Cells after synthesis | 591 |
| Grt total ovfl | 0 |
| Max-slew violations | 0 |
| Crit-path max FO | 16 |
| Hold path depth | 2 |
| Share of cells above drive strength 1 | 3.691% |
| CTS Buffer Depth | 2 |
| Number of global-route vias before repair | 3952 |
| Synth Area per Inst | 8.648 µm² |
| Reg2reg path depth | 5 |
| Clock tree root driver cell | clkbuf_16 |
| Routed WL | 11070 µm |
| Clock slew at reported path FFs | 60 ps |
| P&R area growth vs syn | 10.04% |
| Vias | 4325 |
| IO Count | 26 |
| Hold Buf Count CTS | 0 |
| Req. time, crit path | 4080 ps |
| Setup CP Type | register to primary output |
| Cell area leaders | dlxtn_1 (26%), edfxtp_1 (19%), a21oi_1 (6.3%) |
| Min Tclk post-route | 2881 ps |
| Post-Syn Area | 5111 µm² |
| Maximum number of pins on one net before global-route repair | 37 |
| Cts bufs inserted | 5 |
| Crit start category | register |
| Tool warning count | 28 |
| CTS tree | yes |
| Yosys chip area | 5111 µm² |
| Worst VDD drop | 0.0002074 V |
| Post-route antenna net violation count | 0 |
| Number of enable flip-flop cells | 32 |
| Endpoints left unconstrained | 96 |
| Global-route wire length before repair | 18960 µm |
| Max-slew headroom | 39.50% |
| Most common cell in the netlist | dlxtn_1 |
| Initial Util | 41.85% |
| Synth Register Bits | 124 |
| HP Class | register to register |
| Ys Warns | 131 |
| Peak Freq | 347.1 MHz |
| Yosys cell count | 591 |
| Top cell area share | 25.83% |
| Max Cap Viol | 0 |
| RSZ-0062 raised after global routing | no |
| Setup TNS | 0 ps |
| WL per Instance | 14.48 µm |
| GRT Overall Usage | 18.12% |
[placed cells by master, fill, tap and decap left out, types with 5 or more instances in the layout]
master           count
and4_1               7
a31oi_1              6
nor2_1              36
o21ai_0             44
o21a_1               5
nand3_1             18
nor4_1              24
clkbuf_16            5
o31ai_1             32
buf_4                5
nand2_1             30
clkdlybuf4s50_1     23
inv_1               20
and2_1              13
nand4_1             19
ha_1                 5
edfxtp_1            32
xor2_1              11
nor3_1               8
nand2b_1             9
a21oi_1             64
or4_1               28
xnor2_1              8
or3_1               10
dlxtn_1             88
a2bb2oi_1            7
[logic make-up after synthesis]
logic type / share of synthesized area, %
other: 0.07337
muxes: 0.8078
buffers and inverters: 4.382
xor gates and xnor gates: 3.256
AOI/OAI and AO/OA: 19.44
DFF: 20.78
latches: 25.83
and+or+nand+nor: 24.19
adders and majority gates: 1.224
[stage by stage]
| step | setup slack (ps) | power [µW] | instance area, µm² |
|---|---|---|---|
| after floorplan | 3019 | 473.1 | 5111 |
| after global placement | 2482 | 517.8 | 5456 |
| after detailed placement | 2500 | 519.7 | 5456 |
| after CTS | 2198 | 868.0 | 5624 |
| after global routing | 2082 | 902.6 | 5624 |
| final | 2219 | 861.6 | 5624 |
[path summary, 6_finish.rpt]
path,from,to,slack (ps)
setup / recovery,CS[2]$_DFF_PN0_,pause,2220
hold / removal,CS[1]$_DFF_PN0_,CS[2]$_DFF_PN0_,480
setup reg to reg,k[0]$_SDFFCE_PN0P_,k[16]$_SDFFCE_PN0P_,2700
hold reg to reg,CS[1]$_DFF_PN0_,CS[2]$_DFF_PN0_,480
max in group asynchronous,rst_n,CS[0]$_DFF_PN1_,3950
min in group asynchronous,rst_n,CS[2]$_DFF_PN0_,800
[power breakdown]
part	switching (µW)	internal [µW]	leakage, µW	total, µW
logic	66.8	47.5	0.000847	114
clock network	118	229	0.0000798	347
registers	32.8	367	0.00107	400
[routing by layer]
metal	vias up	track usage [%]	share of wire (%)
met5	-	0	0
met3	7	1.448	3.1
met4	0	1.385	0.83
met2	69	29.84	46
li1	2225	-	-
met1	2024	28.30	50
[sequential cells by signal, summed over array words and instances (netlist names)]
register / cells
image_arithmetic_calc.red_pixel_tmp: 8
c: 32
k: 32
result: 8
image_arithmetic_calc.blue_pixel_tmp: 8
image_arithmetic_calc.RGB_valid_out: 1
image_arithmetic_calc.green_pixel_tmp: 8
CS: 3
blue: 8
red: 8
green: 8
[worst max-delay path, cell delays in order (launching register included)]
cell and delay, ps:
dfrtp_1 610, inv_1 180, nor3_1 270, clkdlybuf4s50_1 520
[area by class of cell]
type	count	area, µm²	area share (%)
Clock inverter	3	42.54	0.7564
Clock buffer	5	125.1	2.225
Sequential cell	124	2384	42.38
Multi-Input combinational cell	413	2507	44.58
Tap cell	168	210.2	3.737
Inverter	22	82.58	1.468
Timing Repair Buffer	29	272.8	4.850
Power and IR drop assume default switching activity.
